==> constraint.sdc <==
current_design SPI_Slave_AllModes

set clk_period 2.8
set clk_io_pct 0.2

create_clock -name clk0 -period $clk_period [get_ports {i_Clk}]

set non_clock_inputs [all_inputs -no_clocks]
set_input_delay [expr $clk_period * $clk_io_pct] -clock clk0 $non_clock_inputs
set_output_delay [expr $clk_period * $clk_io_pct] -clock clk0 [all_outputs]
==> run.sh <==
#!/bin/bash
# OpenROAD 26Q1-2900-gdf79404cd8, Yosys 0.63+post, stock flow scripts
make -C /OpenROAD-flow-scripts/flow DESIGN_CONFIG=/design/flow/config.mk WORK_HOME=/design/flow/orfs finish
==> design.v <==
module SPI_Slave_AllModes
  (
   input        i_Rst_L,
   input        i_Clk,
   input        i_CPOL,
   input        i_CPHA,
   input        i_SPI_Clk,
   input        i_SPI_MOSI,
   input        i_SPI_CS_n,
   output reg   o_SPI_MISO,
   input  [7:0] i_TX_Byte,
   output reg   o_RX_DV,
   output reg [7:0] o_RX_Byte
   );
  reg [2:0] r_SPI_Clk_Sync;  
  reg [1:0] r_SPI_CS_Sync;
  wire w_SPI_Clk_Rising  = (r_SPI_Clk_Sync[2:1] == 2'b01);
  wire w_SPI_Clk_Falling = (r_SPI_Clk_Sync[2:1] == 2'b10);
  wire w_SPI_CS_Active   = ~r_SPI_CS_Sync[1];
  reg [2:0] r_Bit_Idx;
  reg [7:0] r_RX_Temp;
  reg [7:0] r_TX_Temp;
  reg w_Sample_Enable;
  reg w_Drive_Enable;
  always @(posedge i_Clk or negedge i_Rst_L) begin
    if (~i_Rst_L) begin
      r_SPI_Clk_Sync <= 3'b000;
      r_SPI_CS_Sync  <= 2'b11;
      o_RX_DV        <= 1'b0;
      o_RX_Byte      <= 8'h00;
      o_SPI_MISO     <= 1'b0;
      r_Bit_Idx      <= 3'b111;
      r_TX_Temp      <= 8'h00;
    end
    else begin
      r_SPI_Clk_Sync <= {r_SPI_Clk_Sync[1:0], i_SPI_Clk};
      r_SPI_CS_Sync  <= {r_SPI_CS_Sync[0], i_SPI_CS_n};
      o_RX_DV        <= 1'b0;
      w_Sample_Enable <= 1'b0;
      w_Drive_Enable  <= 1'b0;
      if (i_CPOL == 0) begin
        if (i_CPHA == 0) begin  
           if (w_SPI_Clk_Rising) w_Sample_Enable <= 1;
           if (w_SPI_Clk_Falling) w_Drive_Enable <= 1;
        end else begin          
           if (w_SPI_Clk_Rising) w_Drive_Enable <= 1;
           if (w_SPI_Clk_Falling) w_Sample_Enable <= 1;
        end
      end else begin  
         if (i_CPHA == 0) begin  
           if (w_SPI_Clk_Falling) w_Sample_Enable <= 1;
           if (w_SPI_Clk_Rising) w_Drive_Enable <= 1;
         end else begin          
           if (w_SPI_Clk_Falling) w_Drive_Enable <= 1;
           if (w_SPI_Clk_Rising) w_Sample_Enable <= 1;
         end
      end
      if (w_SPI_CS_Active) begin
        if (w_Sample_Enable) begin
          r_RX_Temp[r_Bit_Idx] <= i_SPI_MOSI;
          if (r_Bit_Idx == 0) begin
             o_RX_DV     <= 1'b1;
             o_RX_Byte   <= {r_RX_Temp[7:1], i_SPI_MOSI};
             r_Bit_Idx   <= 3'b111;
             r_TX_Temp   <= i_TX_Byte; 
          end else begin
             r_Bit_Idx <= r_Bit_Idx - 1;
          end
        end
        if (w_Drive_Enable) begin
           o_SPI_MISO <= r_TX_Temp[r_Bit_Idx];
        end
      end
      else begin
        r_Bit_Idx <= 3'b111;
        r_TX_Temp <= i_TX_Byte;
        if (i_CPHA == 0) o_SPI_MISO <= i_TX_Byte[7];
      end
    end
  end
endmodule
==> config.mk <==
export PLATFORM = sky130hd
export DESIGN_NAME = SPI_Slave_AllModes
export DESIGN_NICKNAME = SPI_Slave_AllModes
export VERILOG_FILES = /design/flow/design.v
export SDC_FILE = /design/flow/constraint.sdc
export NUM_CORES = 4
export LEC_CHECK = 1
export CORE_UTILIZATION = 30
==> summary.txt <==
impl run done, here's what came out: Seq pwr share 54.4%, most used logic cell in the final layout clkdlybuf4s50_1, CP max-delay cell dfstp_2, DIE WIDTH 74.67 microns, largest net degree at the start of global routing 29, WL final 2.457 mm, RSZ-0062 raised after global routing no, Sink Count 35, final setup TNS 0 ps, most frequent cells in the layout 24 x clkdlybuf4s50_1, 21 x dfrtp_1, 9 x mux2_1, 9 x nand2_1, 9 x edfxtp_1, CTS buffer count 5, first-pass GRT wire length 4.381 mm, sequential share of the synthesized area 58.53%, Cell Pwr Density 544.1 nW/um^2, Comb pwr share 12.2%, post-route ant nets 0, worst rel slew slack 67.22%, Flop area about 930 sq um, Worst path max stage delay 650 ps, CP dominant cell by count ha_1, row cnt 26, Placer Congestion approximately 0.89, drt via density 4.403, Post-Place Cells 203, WL/cell 11.64 microns, Clock H-tree levels 2, Pre-antenna DRT Iters 4, Ant. Diodes 0, total grt overflow 0, initial antenna violation count 0, # hold bufs at CTS 0, total core area around 5100 sq um, crit path capture type register, Int Pwr 839.0 uW, Synth cell types 32, Worst R2R Start r_Bit_Idx[0], I/O Pins 25, CTS root buffer clkbuf_8, Post-Layout Cell Count 211, status complete, no violations, switching power around 240 uW, CP startpoint kind register, via count of the routed design 929, post-synth design cell area 1584 sq um, Port Buffers 24, reg-to-reg endpoint r_RX_Temp[4], YS chip area 1584 sq um, Worst Setup Path Type reg2reg, Die H 74.67 microns, CP max FO 11, Cell Chain, Critical Path inv_1 > ha_1 > ha_1 > nor3b_2 > mux2_1, Final Cell Area between 1500 and 2000 sq um, R2R Setup Slk 620 ps, Skew-Pair Late Insertion Delay ~280 ps, Post-DP Area 1893 sq um, area leader, netlist dfrtp_1, synth warn 1, WP buf/inv 1, family with the most delay on the worst path adder cells, Max-Cap Viols 0, maximum clock frequency 458.2 MHz, vias in the first global route roughly 950, clock network power share about 33%, cts repair resizes 0, Final Cycle Share 77.94%, WHS Endpoint r_SPI_Clk_Sync[1], DR iter-0 viols about 47, HP Class reg2reg, Cell area leaders dfrtp_1 33%, edfxtp_1 17%, dfstp_2 8.3%, mux2_4 7.6%, mux2_1 6.4%, Final Max Tran Viols 0, initial core utilization 31.01%, post-DP HPWL 1.758 mm, Final Setup Violations 0, tool warnings 27, ratio of cells with drive above 1 in the final layout between 20% and 30%, Pleak 0.0008368 uW, CTS tree done, All-Layer GR Usage 10.67%, Syn Inst Count 111, Bufs on Longest Clock Path 2, VDD IR-drop max 0.2700 mV, Hold WS between 300 and 400 ps, # Post-CTS Setup Buffers 0, WP data required 2830 ps, minimum clock period around 2200 ps, clock slew seen by the registers of the worst setup and hold paths around 70 ps, area growth from synthesis to layout 25.20%, Yosys top cell area share 33.18%, total power 1079 uW, Tightest Pin Transition roughly 480 ps, Post-Syn Area per Cell approximately 14 sq um, logic area about 600 sq um, final hold vios 0, min-delay src r_SPI_Clk_Sync[0], fillers ~480, cells on worst reg2reg path 5, Post-synth regs 35, number of cells in Yosys stat 111, Data arrival, critical path 2210 ps, clock skew about 7 ps, Die ar. 5575 sq um, sw frac 22.24%, hold path depth 0, DR DRC count 0
==> state kept, by name, summed over array words and instances, names as in the netlist <==
name	count
r_SPI_Clk_Sync	3
o_RX_DV	1
w_Drive_Enable	1
r_TX_Temp	8
w_Sample_Enable	1
o_SPI_MISO	1
r_Bit_Idx	3
r_SPI_CS_Sync	2
r_RX_Temp	7
o_RX_Byte	8
==> cell type report <==
class                   count  share of cell area (%)
well taps                  70                   4.416
repair buffers             25                   12.49
multi-input cells          66                   30.47
clock inverters             1                  0.1893
inverters                   7                   1.325
clock buffers               7                   4.353
flip-flops and latches     35                   46.75
==> routing by layer <==
layer / track usage, % / vias up / share of wire (%)
met1: 16.72 / 442 / 49
met5: 0 / - / 0
met3: 3.799 / 5 / 6.7
met4: 1.468 / 0 / 1.0
met2: 15.32 / 33 / 43
li1: - / 449 / -
==> through the flow <==
stage | utilization, % | setup slack (ps)
after floorplan | - | 629.6
after global placement | 37.07 | 670.3
after detailed placement | 37.07 | 635.4
after CTS | 38.83 | 624.8
after global routing | 38.83 | 434.0
final | 38.83 | 617.7
==> Yosys cell counts <==
cell and count:
inv_2 1, nor2_1 4, xnor2_1 1, ha_1 4
mux2i_1 2, nand2b_1 2, a21oi_4 1, o21bai_2 1
a2111oi_0 1, nand3_1 1, dfstp_2 5, mux4_2 1
nand3_2 1, nor2b_1 1, mux2_2 4, mux2_4 8
o31ai_1 2, buf_6 2, nor3b_2 2, and3_1 1
clkbuf_1 1, a22oi_1 1, edfxtp_1 9, o21ai_0 6
o311ai_1 1, inv_1 6, dfrtp_1 21, a22o_1 1
nand3b_1 1, mux2_1 9, nand2_1 9, xor2_1 1
==> power by group through the flow <==
stage         logic (uW)  registers (uW)  clock network (uW)
CTS                  133             588                 373
global route         147             592                 397
finish               132             587                 360
==> logic make-up (layout without fill, tap and decap cells) <==
logic type                 count (synthesis)  in the layout  share of synthesized area, %
adders and majority gates                  4              4                         3.160
xor gates and xnor gates                   2              2                         1.106
and+or+nand+nor                           22             22                         7.662
muxes                                     24             24                         19.51
AOI/OAI and AO/OA                         14             14                         6.715
DFF                                       35             35                         58.53
buffers and inverters                     10             40                         3.317
==> worst max-delay path by stage <==
stage	start	slack (ps)	depth (start not counted)	end
global route	r_Bit_Idx[0]	430	6	r_RX_Temp[2]
CTS	r_Bit_Idx[0]	620	6	r_RX_Temp[2]
finish	r_Bit_Idx[0]	620	5	r_RX_Temp[4]
No activity file was given, so power comes from the tool's default toggle rates.
